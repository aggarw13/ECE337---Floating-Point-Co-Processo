**run.sh**
```bash
#!/bin/bash
# OpenROAD 26Q1-2900-gdf79404cd8, Yosys 0.63+post, stock flow scripts
make -C /OpenROAD-flow-scripts/flow DESIGN_CONFIG=/design/flow/config.mk WORK_HOME=/design/flow/orfs finish
```
**config.mk**
```make
export PLATFORM = sky130hd
export DESIGN_NAME = LOP_nbit
export DESIGN_NICKNAME = LOP_nbit
export VERILOG_FILES = /design/flow/design.v
export SDC_FILE = /design/flow/constraint.sdc
export NUM_CORES = 4
export LEC_CHECK = 1
export CORE_AREA = 10 10 101 101
export DIE_AREA = 0 0 111 111
```
**constraint.sdc**
```tcl
current_design LOP_nbit

set clk_period 6.8
set clk_io_pct 0.2

create_clock -name clk0 -period $clk_period

set non_clock_inputs [all_inputs -no_clocks]
set_input_delay [expr $clk_period * $clk_io_pct] -clock clk0 $non_clock_inputs
set_output_delay [expr $clk_period * $clk_io_pct] -clock clk0 [all_outputs]
```
**design.v**
```verilog
module LOD 
#(
  NUM_BITS = 24,
  BIT_COUNT = 5
  )
 (
  input wire [NUM_BITS - 1 : 0] result,
  output logic [BIT_COUNT - 1 : 0] lzc
 );   
  logic bit2_c1, bit2_c2, bit2_c3, bit2_c4, bit2_c5, bit2_c6, bit2_c7, bit2_c8, bit2_c9, bit2_c10, bit2_c11, bit2_c12; 
  logic bit2_s1, bit2_s2, bit2_s3, bit2_s4, bit2_s5, bit2_s6, bit2_s7, bit2_s8, bit2_s9, bit2_s10, bit2_s11, bit2_s12 ;
  logic [1:0] bit4_c1, bit4_c2, bit4_c3, bit4_c4, bit4_c5, bit4_c6;
  logic bit4_s1, bit4_s2, bit4_s3, bit4_s4, bit4_s5, bit4_s6;
  logic [2:0] bit8_c1, bit8_c2, bit8_c3;
  logic bit8_s1, bit8_s2, bit8_s3;
  logic [3:0] bit16_c1, bit16_c2;
  logic bit16_s1; 
  logic [1:12][1:0] lod_l1;
  logic [4:0] shift;
  assign lod_l1= {{result[23], result[22]}, {result[21], result[20]}, {result[19], result[18]}, {result[17], result[16]},
   {result[15], result[14]}, {result[13], result[12]},{result[11], result[10]},
    {result[9], result[8]},{result[7], result[6]},{result[5], result[4]},
    {result[3], result[2]}, {result[1], result[0]}}; 
  assign bit16_c2 = {0, bit8_c3};
  LOD_2bit lod2_l(.res(lod_l1[1]), .count(bit2_c1), .status(bit2_s1));
  LOD_2bit lod2_2 (.res(lod_l1[2]), .count(bit2_c2), .status(bit2_s2));
  LOD_2bit lod2_3 (.res(lod_l1[3]), .count(bit2_c3), .status(bit2_s3));
  LOD_2bit lod2_4 (.res(lod_l1[4]), .count(bit2_c4), .status(bit2_s4));
  LOD_2bit lod2_5 (.res(lod_l1[5]), .count(bit2_c5), .status(bit2_s5));
  LOD_2bit lod2_6 (.res(lod_l1[6]), .count(bit2_c6), .status(bit2_s6));
  LOD_2bit lod2_7 (.res(lod_l1[7]), .count(bit2_c7), .status(bit2_s7));
  LOD_2bit lod2_8 (.res(lod_l1[8]), .count(bit2_c8), .status(bit2_s8));
  LOD_2bit lod2_9 (.res(lod_l1[9]), .count(bit2_c9), .status(bit2_s9));
  LOD_2bit lod2_10 (.res(lod_l1[10]), .count(bit2_c10), .status(bit2_s10));
  LOD_2bit lod2_11 (.res(lod_l1[11]), .count(bit2_c11), .status(bit2_s11));
  LOD_2bit lod2_12 (.res(lod_l1[12]), .count(bit2_c12), .status(bit2_s12));
  LOD_nbit #(4,2) lod4_1 (.status1(bit2_s1), .status2(bit2_s2), .count1(bit2_c1), .count2(bit2_c2), .zcount(bit4_c1), .status(bit4_s1));
  LOD_nbit #(4,2) lod4_2 (.status1(bit2_s3), .status2(bit2_s4), .count1(bit2_c3), .count2(bit2_c4), .zcount(bit4_c2), .status(bit4_s2));
  LOD_nbit #(4,2) lod4_3 (.status1(bit2_s5), .status2(bit2_s6), .count1(bit2_c5), .count2(bit2_c6), .zcount(bit4_c3), .status(bit4_s3));
  LOD_nbit #(4,2) lod4_4 (.status1(bit2_s7), .status2(bit2_s8), .count1(bit2_c7), .count2(bit2_c8), .zcount(bit4_c4), .status(bit4_s4));
  LOD_nbit #(4,2) lod4_5 (.status1(bit2_s9), .status2(bit2_s10), .count1(bit2_c9), .count2(bit2_c10), .zcount(bit4_c5), .status(bit4_s5));
  LOD_nbit #(4,2) lod4_6 (.status1(bit2_s11), .status2(bit2_s12), .count1(bit2_c11), .count2(bit2_c12), .zcount(bit4_c6), .status(bit4_s6));
  LOD_nbit #(8,3) lod8_l (.status1(bit4_s1), .status2(bit4_s2), .count1(bit4_c1), .count2(bit4_c2), .zcount(bit8_c1), .status(bit8_s1));  
  LOD_nbit #(8,3) lod8_2 (.status1(bit4_s3), .status2(bit4_s4), .count1(bit4_c3), .count2(bit4_c4), .zcount(bit8_c2), .status(bit8_s2)); 
  LOD_nbit #(8,3) lod8_3 (.status1(bit4_s5), .status2(bit4_s6), .count1(bit4_c5), .count2(bit4_c6), .zcount(bit8_c3), .status(bit8_s3)); 
  LOD_nbit #(16,4) lod16_1 (.status1(bit8_s1), .status2(bit8_s2), .count1(bit8_c1), .count2(bit8_c2), .zcount(bit16_c1), .status(bit16_s1));
  LOD_nbit #(32,5) lod32_l (.status1(bit16_s1), .status2(bit8_s3), .count1(bit16_c1), .count2(bit16_c2), .zcount(shift), .status(status));
  assign lzc = (shift ^ 5'b10111)? shift : 0;
endmodule
module LOD_2bit(
  input wire [1:0] res,
  output logic status,
  output logic count
  );   
  assign status = res[0] | res[1];
  assign count = !res[1];
endmodule
module LOD_nbit #(
  NUM_BITS = 4,
  COUNT_BITS = 2
  )
  (
  input wire status1,
  input wire status2,
  input wire [COUNT_BITS - 2:0] count1,
  input wire [COUNT_BITS - 2:0] count2,
  output wire [COUNT_BITS - 1 : 0] zcount,
  output wire status
  );   
  genvar i;
  assign status = status1 | status2;
  generate
     for(i = 0; i < COUNT_BITS; i++) begin
      if(i == COUNT_BITS - 1)
        assign zcount[i] = !status1;
      else 
        assign zcount[i] = (status1 == 1)? count1[i] : count2[i];
     end
   endgenerate
endmodule
module LOP_nbit #(
   NUM_BITS = 24
   )
  (
    input wire [NUM_BITS - 1 : 0] op1,
    input wire [NUM_BITS - 1 : 0] op2,
    input wire eop,
    output wire [4 : 0] shift
  );
  logic [4:0] lzcount; 
  reg [NUM_BITS - 1 : 0] prop, indicator, kill, gen, carry_in;
  integer i;
  reg pos_check;  
  LOD LZC(.result(indicator), .lzc(lzcount)); 
  always_comb begin
    for(i = 0; i < NUM_BITS; i++) begin
      prop[i] = op1[i] ^ op2[i];
      kill[i] = !op1[i] & !op2[i];
      gen[i] = op1[i] & op2[i];
      carry_in[i] = (i == 0)? 1 : ((i == 1)? (op1[i] & op2[i] | (op1[i] | op2[i])) : gen[i - 1] | (!kill[i - 1] & !kill[i - 2])); 
      indicator[i] = (i == 0)? 1 : prop[i] ^ carry_in[i];  
    end
  end
  assign shift = eop? '0 : lzcount;
  endmodule
```
==> Table 3: Implementation characteristics <==
Physical implementation characteristics

Parameter                              Value

Run status
  Run status    complete, no violations

Setup path
  Library cell contributing the largest single delay on the critical path    clkdlybuf4s50_1
  Top cell by count, worst path    clkdlybuf4s50_1
  Critical Path Source Type    input port
  Series of cell instances along the critical path    clkdlybuf4s50_1 > inv_1 > ha_1 > o21bai_1 > xor2_1 > nor4_4 > nand2_1 > a311o_1 > and4_4 > o32ai_2 > clkdlybuf4s50_1
  Type of the worst setup path    in -> out
  Critical Path Sink Type    output pin
  Crit path largest cell delay    0.53 ns
  Crit path DAT    4.26 ns
  Required time reported for the critical path endpoint    5.44 ns
  Maximum net fanout on the critical path    5

Detailed routing
  Number of vias after detailed routing    1,300
  Antenna viol nets, final    0
  First DRT Iteration DRCs    21
  Via-per-instance ratio    3.82
  Number of detailed-routing iterations run before antenna repair    4
  Final wirelength    3.41 mm
  Mean routed wirelength per cell    10.0 um
  Number of remaining DRC errors    0
  Number of antenna diodes    0

Min path
  Worst hold path cell count    5
  Endpoint with the worst hold slack    shift[2]
  Hold Crit Class    in -> out
  Worst hold path startpoint    eop

Logic synthesis
  Yosys top cell by area    ha_1
  Chip area line of the yosys report    1400 um^2
  Netlist area before placement    1400 um^2
  Distinct lib cells used    31
  Warning count from the yosys run    2
  Most instantiated library cell after synthesis    inv_1
  Average size of a mapped cell    7.71 um^2
  Synth top area cells    ha_1, inv_1, xor2_1
  Post-Syn Instances    181
  Synth cell count leaders    inv_1, ha_1, o21bai_1, xor2_1, nor2_1
  Register area share after synthesis    0
  Total cells reported by yosys after synthesis    181
  Area share of the largest cell type after synthesis    0.377

Global routing
  Wire length of the first global-routing pass    5.97 mm
  Via count of the first global-routing pass    1,383
  Antenna violations before repair    0
  Largest net degree at the start of global routing    6
  Aggregate global routing overflow    0
  GRT Util Overall    0.0552

Floorplan
  Core region area    8130 um^2
  Die X-Extent    111 um
  Num rows    33
  Starting utilization of the core area    0.172
  Chip area    12,300 um^2
  I/O pin count    54
  Y dimension of the die    111 um

STA
  Count of final setup violators    0
  Final Hold Violation Tally    0
  Setup repair after global routing missed its margin    false
  Max Clk Rate    0.178 GHz
  Actual transition at the worst max-transition pin    0.434 ns
  Final worst-path cycle share    0.827
  Max-slew violation total from the final report    0
  Setup_tns    0 ns
  Worst hold slack    3.81 ns
  Worst-case headroom to the max-slew limit    0.708
  Final worst path period need    5.62 ns

Final layout
  Post-layout util    0.254
  Seq_cells    0
  Ratio of cells with drive above 1 in the final layout    0.0298
  Area growth syn-to-layout    48.2%
  Area taken by flip-flops and latches    0 um^2
  Clock buffers    0
  Total of fill cells in the finished design    892

Placement
  Final HPWL from detailed placement    3.21 mm
  Final weighted congestion of routability-driven global placement    0.784
  Count of input and output buffers    54

Clock network
  Setup fix buffers added after clock tree synthesis    0
  CTS Hold Buffers Added    0
  Post-cts repair resize count    0

Pwr
  Worst ir drop on vdd    20.8 uV
  Power per unit of standard cell area    64.5 nW/um^2
  Static leakage power    1.02 nW

Job
  Maximum Capacitance Violations    0
  Number of warnings in the stage logs    53
==> cell type report <==
cell class	count	area, um^2	area share
Inverter	44	165	0.0799
Multi-Input combinational cell	137	1230	0.595
Tap cell	105	131	0.0636
Timing Repair Buffer	54	541	0.262
==> routing by layer <==
layer / up-vias / part of all wire / wire (um) / track usage
met5: - / 0 / 0 / 0
met3: 0 / 0.044 / 150 / 0.00821
li1: 707 / - / - / -
met4: 0 / 0 / 0 / 0
met2: 33 / 0.45 / 1540 / 0.0959
met1: 560 / 0.50 / 1720 / 0.0743
==> worst max-delay path by stage <==
stage,start,endpoint,slack [ns]
CTS,op1[16],shift[1],1.16
global route,op1[16],shift[2],0.97
finish,op1[16],shift[1],1.18
==> logic make-up (layout without fill, tap and decap cells) <==
group,count (synthesis),after routing,synth area share
buffers and inverters,44,98,0.118
AND/OR/NAND/NOR,32,32,0.133
adder cells (fa/ha/maj),42,42,0.377
AND-OR/OR-AND,39,39,0.216
XOR/XNOR,24,24,0.156
==> power by group <==
part	internal [mW]	switching [mW]
clock network	0	0
logic	0.0696	0.0637
registers	0	0
==> placed cells by master (no fill, tap or decap), drive strengths merged <==
| master | netlist | layout |
|---|---|---|
| nor4 | 3 | 3 |
| nor2 | 11 | 11 |
| a311o | 2 | 2 |
| and3 | 1 | 1 |
| inv | 44 | 44 |
| o32ai | 2 | 2 |
| xor2 | 19 | 19 |
| o41ai | 1 | 1 |
| and2 | 1 | 1 |
| a31oi | 2 | 2 |
| o311ai | 1 | 1 |
| or2 | 1 | 1 |
| nor2b | 2 | 2 |
| nor3 | 1 | 1 |
| o21ai | 5 | 5 |
| and4 | 1 | 1 |
| o21ba | 2 | 2 |
| a21oi | 3 | 3 |
| ha | 42 | 42 |
| xnor2 | 5 | 5 |
| o21bai | 19 | 19 |
| a221oi | 1 | 1 |
| nand2 | 5 | 5 |
| clkdlybuf4s50 | 0 | 54 |
| nor4b | 1 | 1 |
| nand3 | 4 | 4 |
| or3b | 1 | 1 |
| a211o | 1 | 1 |
==> critical path: cells and delay by family <==
kind                     cells  cell delay [ns]
buffers and inverters        3             1.06
AND-OR/OR-AND                3             0.72
AND/OR/NAND/NOR              3             0.76
XOR/XNOR                     1             0.15
adder cells (fa/ha/maj)      1             0.20
==> per-stage QoR <==
stage / total power [mW] / std cells / setup WS [ns] / cell area [um^2]
2_1_floorplan: 0.0807 / 181 / 2.39 / 1400
3_3_place_gp: 0.134 / 340 / 1.20 / 2070
3_5_place_dp: 0.135 / 340 / 1.17 / 2070
4_1_cts: 0.136 / 340 / 1.16 / 2070
5_1_grt: 0.153 / 340 / 0.973 / 2070
6_report: 0.133 / 340 / 1.18 / 2070
Power figures rest on the tool's default switching activity, not on a simulated workload.
