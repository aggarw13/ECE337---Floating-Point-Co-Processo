File: design/flow/run.sh
#!/bin/bash
# OpenROAD 26Q1-2900-gdf79404cd8, Yosys 0.63+post, stock flow scripts
make -C /OpenROAD-flow-scripts/flow DESIGN_CONFIG=/design/flow/config.mk WORK_HOME=/design/flow/orfs finish
File: design/flow/config.mk
export PLATFORM = sky130hd
export DESIGN_NAME = demux
export DESIGN_NICKNAME = demux
export VERILOG_FILES = /design/flow/design.v
export SDC_FILE = /design/flow/constraint.sdc
export NUM_CORES = 4
export LEC_CHECK = 1
export CORE_AREA = 10 10 180 180
export DIE_AREA = 0 0 190 190
File: design/flow/constraint.sdc
current_design demux

set clk_period 1.0
set clk_io_pct 0.2

create_clock -name clk0 -period $clk_period

set non_clock_inputs [all_inputs -no_clocks]
set_input_delay [expr $clk_period * $clk_io_pct] -clock clk0 $non_clock_inputs
set_output_delay [expr $clk_period * $clk_io_pct] -clock clk0 [all_outputs]
File: design/flow/design.v
module demux #(
  parameter NUM_BITS = 6
  )
(
  input wire [31:0] op1,
  input wire [31:0] op2,
  input wire [2:0] select,
  output reg [31:0][NUM_BITS - 1 : 0] op1_o,
  output reg [31:0][NUM_BITS - 1 : 0] op2_o
  );
  integer i;
  always_comb begin 
    for(i = 0; i < 32; i++)  
    begin
        op1_o[i] = (select == i) & op1 | !(select == i) & '0;
        op2_o[i] = (select == i) & op2 | !(select == i) &'0;
    end        
  end
endmodule
==> flow_summary_export.csv <==
group,metric,value,unit
pwr,switching_share,0.589,
min_path,timing.hold.worst.class,"primary input to output port",
layout,final_area,2380,um2
floorplan,boundaryPins,451,
layout,clock_buffer_count,0,
critical_path,crit_arrival,0.92,ns
yosys,synth_cells,388,
routing,num_vias,1277,
routing,post_drt_via_cell_ratio,1.59,
global_route,grt_remaining_overflow,0,
sta,max_freq,895,MHz
placement,placed_cell_area,2310,um2
status,status,"finished, violations left",
layout,mi_logic_area,1590,um2
status,failed_checks,"negative setup slack",
sta,finalMaxSlewViolations,0,
pwr,irDropWorstVdd,0.0367,mV
pwr,p_sw,0.161,mW
yosys,syn-cell-area,3000,um2
placement,numPlacedInstances,794,
placement,pre_cts_ws,-0.778,ns
clock_tree,cts_hold_buf,0,
layout,stdcell_count,805,
sta,hold_viol_final,0,
critical_path,cpLargestDelayFamily,"buffers and inverters",
yosys,synth.most_common_cell,"sky130_fd_sc_hd__buf_4",
critical_path,worstSetupEndpoint,"op2_o[24]",
floorplan,num_rows,62,
pwr,power_per_cell_area,115,nW/um2
run,warnings,96,
critical_path,crit_fanout,5,
global_route,globalRouteTotalUtil,0.0244,
critical_path,cp_cell_sequence,"buf_8, buf_6, buf_6, and4bb_2, buf_2",
global_route,grt_start_max_net_pins,9,
sta,setup_slack,-0.117,ns
placement,globalplace.congestion,0.688,
routing,antenna_violation_net_count_after_detailed_routing,0,
placement,port_buffers,21,
critical_path,count_of_cell_instances_traversed_by_the_critical_path,5,
critical_path,slowest_stage,"sky130_fd_sc_hd__and4bb_2",
sta,final.period_utilization,1.12,
layout,share_of_layout_cells_above_drive_strength_1,0.126,
routing,route.final.wire_length,5970,um
critical_path,worst_ep_required_time,0.80,ns
routing,first_iter_violations,2,
yosys,synth.yosys.chip_area,3000,um2
yosys,yosysSeqAreaShare,0,
layout,fillerInstances,3362,
sta,finalSetupTns,-0.871,ns
critical_path,setup.worst_path.start,"select[1]",
routing,drcViolationCount,0,
sta,timing.final.crit_period,1.12,ns
critical_path,worstSetupPathType,"primary input to output port",
placement,dpl.hpwl,5540,um
critical_path,cpPeakStageDelay,0.28,ns
floorplan,floorplan.die.height,190,um
global_route,grt_antenna_before_repair,0,
floorplan,chipArea,36100,um2
routing,drt-wirelength-per-cell,7.41,um
pwr,power_frac_seq,0,
yosys,netlist_top_cells_count,"sky130_fd_sc_hd__buf_4 (368), sky130_fd_sc_hd__and4b_2 (6), sky130_fd_sc_hd__and4bb_2 (6), sky130_fd_sc_hd__buf_6 (3), sky130_fd_sc_hd__and4_2 (2)",
critical_path,cp-end-kind,"output port",
global_route,first_global_vias,1607,
yosys,ys.warnings.count,1,
yosys,netlist_top_cells_area,"sky130_fd_sc_hd__buf_4 (92%), sky130_fd_sc_hd__and4bb_2 (2.5%), sky130_fd_sc_hd__and4b_2 (2.3%), sky130_fd_sc_hd__buf_6 (1.1%), sky130_fd_sc_hd__nor4b_4 (0.79%)",
yosys,syn_avg_cell_area,7.74,um2
sta,rsz0062_at_grt,"true",
critical_path,critPathMostFrequentCell,"sky130_fd_sc_hd__buf_6",
yosys,yosys.area.top_type,"sky130_fd_sc_hd__buf_4",
layout,area_delta_synth_final,-20.8,%
floorplan,core,28600,um2
routing,num_antenna_cells,0,
yosys,ys_cells,388,
layout,layout.area.seq,0,um2
yosys,post-synth-top-area-fraction,0.920,
global_route,global_route_wire_length_before_repair,7830,um
floorplan,floorplan.initialDensity,0.105,
yosys,yosys.cell_types.count,8,
run,cap_viol_max_count,0,
pwr,internal-power,0.112,mW
pwr,power.static_leakage,1.48,nW
routing,drt_pass1_iterations,2,
layout,seq_cell_count,0,
floorplan,die_x,190,um
sta,timing.final.setup_violations,13,
pwr,clock_power_share,0,
critical_path,start_kind,"primary input",
critical_path,worstPathBufferInverterCount,4,
pwr,power_frac_comb,1.000,
[metrics by stage]
step                      hold slack, ns    util  power (mW)
final                              0.734  0.0831       0.273
after global routing               0.757  0.0831       0.368
after CTS                          0.734  0.0821       0.294
after detailed placement            1.47  0.0807       0.256
after global placement              1.44  0.0807       0.265
after floorplan                    0.500       -        1.07
[power by group through the flow]
stage / combinational (mW) / sequential [mW] / clock, mW
6_report: 0.273 / 0 / 0
5_1_grt: 0.368 / 0 / 0
4_1_cts: 0.294 / 0 / 0
[worst min-delay path, delay by kind of cell]
kind	cells	cell delay (ns)
AND/OR/NAND/NOR	1	0.04
buffers and inverters	3	0.29
[placed cells by master, fill, tap and decap left out]
cell and count:
sky130_fd_sc_hd__buf_8 2, sky130_fd_sc_hd__and4bb_2 6, sky130_fd_sc_hd__conb_1 368, sky130_fd_sc_hd__and4b_2 6, sky130_fd_sc_hd__buf_4 2, sky130_fd_sc_hd__buf_2 18, sky130_fd_sc_hd__and4_4 2, sky130_fd_sc_hd__nor4b_4 2
sky130_fd_sc_hd__buf_6 15
[how the worst min path moves through the flow]
stage	start	endpoint	slack [ns]	cells past startpoint
CTS	select[2]	op1_o[0]	0.73	4
global route	select[2]	op1_o[0]	0.76	4
finish	select[2]	op1_o[0]	0.73	4
[cell type report]
| type | count | share of cell area |
|---|---|---|
| multi-input cells | 384 | 0.670 |
| well taps | 384 | 0.202 |
| repair buffers | 37 | 0.128 |
[cell families after synthesis]
group,synth area share
buffers and inverters,0.932
AND/OR/NAND/NOR,0.0671
other,0.00125
[metal layers]
| layer | up-vias | GRT usage | share of wire |
|---|---|---|---|
| met5 | - | 0 | 0 |
| met4 | 0 | 0 | 0 |
| met3 | 0 | 0.0151 | 0.20 |
| met2 | 217 | 0.0476 | 0.48 |
| met1 | 535 | 0.0217 | 0.32 |
| li1 | 525 | - | - |
[repair_timing]
item,4_1_cts,5_1_grt
buffers inserted,8,1
resized,87,5
pin swaps,6,5
setup endpoints to repair,16,14
cloned,2,0
No activity file was given, so power comes from the tool's default toggle rates.
